===== flow/design.v =====
module Instruction_Memory(output reg[32 - 1 : 0] instruction, input[32 - 1 : 0] address);
  reg [32-1:0] regs[0:1024-1];
  wire[32 - 3 : 0] aligned_address = address[32 - 1:2];
  initial begin
    regs[0] = 32'b00000000000000000000000000000000; 
    regs[1] = 32'b1110_00_1_1101_0_0000_0000_000000010100;  
    regs[2] = 32'b1110_00_1_1101_0_0000_0001_101000000001;  
    regs[3] = 32'b1110_00_1_1101_0_0000_0010_000100000011;  
    regs[4] = 32'b1110_00_0_0100_1_0010_0011_000000000010;  
    regs[5] = 32'b1110_00_0_0101_0_0000_0100_000000000000;  
    regs[6] = 32'b1110_00_0_0010_0_0100_0101_000100000100;  
    regs[7] = 32'b1110_00_0_0110_0_0000_0110_000010100000;  
    regs[8] = 32'b1110_00_0_1100_0_0101_0111_000101000010;  
    regs[9] = 32'b1110_00_0_0000_0_0111_1000_000000000011;  
    regs[10] = 32'b1110_00_0_1111_0_0000_1001_000000000110;  
    regs[11] = 32'b1110_00_0_0001_0_0100_1010_000000000101;  
    regs[12] = 32'b1110_00_0_1010_1_1000_0000_000000000110;  
    regs[13] = 32'b0001_00_0_0100_0_0001_0001_000000000001;  
    regs[14] = 32'b1110_00_0_1000_1_1001_0000_000000001000;  
    regs[15] = 32'b0000_00_0_0100_0_0010_0010_000000000010;  
    regs[16] = 32'b1110_00_1_1101_0_0000_0000_101100000001;  
    regs[17] = 32'b1110_01_0_0100_0_0000_0001_000000000000;  
    regs[18] = 32'b1110_01_0_0100_1_0000_1011_000000000000;  
    regs[19] = 32'b1110_01_0_0100_0_0000_0010_000000000100;  
    regs[20] = 32'b1110_01_0_0100_0_0000_0011_000000001000;  
    regs[21] = 32'b1110_01_0_0100_0_0000_0100_000000001101;  
    regs[22] = 32'b1110_01_0_0100_0_0000_0101_000000010000;  
    regs[23] = 32'b1110_01_0_0100_0_0000_0110_000000010100;  
    regs[24] = 32'b1110_01_0_0100_1_0000_1010_000000000100;  
    regs[25] = 32'b1110_01_0_0100_0_0000_0111_000000011000;  
    regs[26] = 32'b1110_00_1_1101_0_0000_0001_000000000100;  
    regs[27] = 32'b1110_00_1_1101_0_0000_0010_000000000000;  
    regs[28] = 32'b1110_00_1_1101_0_0000_0011_000000000000;  
    regs[29] = 32'b1110_00_0_0100_0_0000_0100_000100000011;  
    regs[30] = 32'b1110_01_0_0100_1_0100_0101_000000000000;  
    regs[31] = 32'b1110_01_0_0100_1_0100_0110_000000000100;  
    regs[32] = 32'b1110_00_0_1010_1_0101_0000_000000000110;  
    regs[33] = 32'b1100_01_0_0100_0_0100_0110_000000000000;  
    regs[34] = 32'b1100_01_0_0100_0_0100_0101_000000000100;  
    regs[35] = 32'b1110_00_1_0100_0_0011_0011_000000000001;  
    regs[36] = 32'b1110_00_1_1010_1_0011_0000_000000000011;  
    regs[37] = 32'b1011_10_1_0_111111111111111111110111  ;  
    regs[38] = 32'b1110_00_1_0100_0_0010_0010_000000000001;  
    regs[39] = 32'b1110_00_0_1010_1_0010_0000_000000000001; 
    regs[40] = 32'b1011_10_1_0_111111111111111111110011  ; 
    regs[41] = 32'b1110_01_0_0100_1_0000_0001_000000000000; 
    regs[42] = 32'b1110_01_0_0100_1_0000_0010_000000000100; 
    regs[43] = 32'b1110_01_0_0100_1_0000_0011_000000001000; 
    regs[44] = 32'b1110_01_0_0100_1_0000_0100_000000001100; 
    regs[45] = 32'b1110_01_0_0100_1_0000_0101_000000010000; 
    regs[46] = 32'b1110_01_0_0100_1_0000_0110_000000010100; 
    regs[47] = 32'b1110_10_1_0_111111111111111111111111  ; 
    regs[48] = 32'b00000000000000000000000000000000; 
    regs[49] = 32'b00000000000000000000000000000000; 
    regs[50] = 32'b00000000000000000000000000000000; 
    regs[51] = 32'b00000000000000000000000000000000; 
    regs[52] = 32'b00000000000000000000000000000000; 
    regs[53] = 32'b00000000000000000000000000000000; 
    regs[54] = 32'b00000000000000000000000000000000; 
    regs[55] = 32'b00000000000000000000000000000000; 
    regs[56] = 32'b00000000000000000000000000000000; 
  end
  always @(address) begin
    instruction = regs[aligned_address];
  end
endmodule

===== flow/run.sh =====
#!/bin/bash
# OpenROAD 26Q1-2900-gdf79404cd8, Yosys 0.63+post, stock flow scripts
make -C /OpenROAD-flow-scripts/flow DESIGN_CONFIG=/design/flow/config.mk WORK_HOME=/design/flow/orfs finish

===== flow/config.mk =====
export PLATFORM = sky130hd
export DESIGN_NAME = Instruction_Memory
export DESIGN_NICKNAME = Instruction_Memory
export VERILOG_FILES = /design/flow/design.v
export SDC_FILE = /design/flow/constraint.sdc
export NUM_CORES = 4
export LEC_CHECK = 1
export CORE_AREA = 10 10 104 104
export DIE_AREA = 0 0 114 114
export SYNTH_MEMORY_MAX_BITS = 65536

===== flow/constraint.sdc =====
current_design Instruction_Memory

set clk_period 3.4
set clk_io_pct 0.2

create_clock -name clk0 -period $clk_period

set non_clock_inputs [all_inputs -no_clocks]
set_input_delay [expr $clk_period * $clk_io_pct] -clock clk0 $non_clock_inputs
set_output_delay [expr $clk_period * $clk_io_pct] -clock clk0 [all_outputs]

==> out/qor.tcl <==
set qor(status) {finished, final reports clean}
set qor(worst_setup_path_end_kind) {output pin}
set qor(timing.max_cap.violations) 0
set qor(mappedNetlistArea_um2) 1550
set qor(grt_pass1_wl_um) 10100
set qor(row_count) 34
set qor(floorplan.initialDensity_pct) 17.9
set qor(fin_worst_hold_slack_ns) 2.16
set qor(drt_pre_antenna_iters) 5
set qor(worstHoldPathCells) 4
set qor(period_needed_ns) 3.33
set qor(core_area_um2) 8680
set qor(required_time_at_the_endpoint_of_the_critical_path_ns) 2.72
set qor(die-width_um) 114
set qor(aoi_share_pct) 37.5
set qor(final_critical_path_setup_slack_ns) 0.0739
set qor(die.size.y_um) 114
set qor(post_synth_and_or_nand_nor_area_fraction_pct) 23.9
set qor(post_route_cells_drive_above_1_share_pct) 32.1
set qor(synth_chip_area_um2) 1550
set qor(overall_global_routing_usage_pct) 9.33
set qor(grt_setup_unrepaired) {yes}
set qor(cts-hold-fix-buffers) 0
set qor(via_cell_ratio) 4.86
set qor(detail-route-antenna-nets) 0
set qor(p_per_area_nw_per_um2) 130
set qor(avgRoutedWirePerCell_um) 15.5
set qor(synth_stat.cells) 222
set qor(synth.lib_cells_used.distinct) 57
set qor(dp_hpwl_um) 4950
set qor(path_common_cell) {sky130_fd_sc_hd__buf_4}
set qor(dr.first_iter.drc_count) 166
set qor(vdd_ir_drop_max_uv) 67.8
set qor(worstPathCellList) {clkdlybuf4s50_1, buf_4, buf_4, a21oi_1, buf_4, or2_2, clkdlybuf4s50_1}
set qor(num_vias) 1965
set qor(rel_slew_slack_pct) 74.2
set qor(netlist_top_cells_count) {sky130_fd_sc_hd__nand2_1 (22), sky130_fd_sc_hd__a21oi_1 (21), sky130_fd_sc_hd__nor2_1 (16)}
set qor(regArea_um2) 0
set qor(critPathArrivalTime_ns) 2.65
set qor(max_freq_mhz) 301
set qor(timing_worst_setup_path_type) {in2out}
set qor(nFillCells) 964
set qor(number_of_warning_messages_in_the_yosys_log) 1
set qor(critPathLaunchType) {input pin}
set qor(netlist_top_cells_area) {sky130_fd_sc_hd__ha_1 (10%), sky130_fd_sc_hd__a21oi_1 (6.8%), sky130_fd_sc_hd__buf_6 (6.5%), sky130_fd_sc_hd__mux4_2 (5.8%), sky130_fd_sc_hd__nand2_1 (5.3%)}
set qor(yosysMostFrequentCell) {sky130_fd_sc_hd__nand2_1}
set qor(fa_ha_area_share_pct) 10.5
set qor(antenna_found_initial) 0
set qor(finish.utilization_pct) 27.8
set qor(syn2layout_area_growth_pct) 55.4
set qor(seq_cells) 0
set qor(final_hold_violation_count) 0
set qor(timing.hold.worst.start) {address[5]}
set qor(final.period_utilization_pct) 97.8
set qor(pin_count) 64
set qor(netlist.area_leader.share_pct) 10.5
set qor(n_clock_buffer) 0
set qor(leakagePower_uw) 0.00103
set qor(synth.largest_area_cell) {sky130_fd_sc_hd__ha_1}
set qor(finalSetupViolCount) 0
set qor(placement.setup.worst_slack_ns) -0.318
set qor(number_of_global_route_vias_before_repair) 1924
set qor(routabilityCongestion) 0.934
set qor(max_slew.worst_pin.slew_ns) 0.382
set qor(hold_path_end) {instruction[13]}
set qor(grt_overflow) 0
set qor(tool_warnings) 69
set qor(crit_slowest_cell) {sky130_fd_sc_hd__clkdlybuf4s50_1}
set qor(wirelength_um) 6250
set qor(top_logic_kind) {AND-OR/OR-AND gates}
set qor(port_buffers) 38
set qor(synth-seq-area-share_pct) 0
set qor(finish.instance_area_um2) 2410
set qor(drv_slew) 0
set qor(hold_path_class) {in2out}
set qor(drcViolationCount) 0
set qor(grt_max_degree) 30
set qor(post_synthesis_instance_total) 222
set qor(postPlaceCellArea_um2) 2330
set qor(critical_path.max_fanout) 15
set qor(die_area_um2) 13000
set qor(n_antenna_cell) 0
set qor(yosys-mux-area-fraction_pct) 11.4
set qor(crit_path_max_incr_delay_ns) 0.51
set qor(ys_sh_xor_pct) 0.564
set qor(syn-mean-instance-area_um2) 6.99
==> worst max path at each step <==
stage	start	to	slack, ns	cells past startpoint
6_report	address[7]	instruction[29]	0.07	7
5_1_grt	address[3]	instruction[29]	-0.03	10
4_1_cts	address[6]	instruction[2]	0.03	6
==> timing repair <==
item / in CTS / in global routing
gates resized: 18 / 9
buffers inserted: 0 / 0
setup endpoints to repair: 32 / 15
==> area by class of cell <==
type,instances,area [um^2],area share [%]
Inverter,11,41.3,1.71
Timing Repair Buffer,101,860,35.6
Multi-Input combinational cell,184,1380,57.1
Tap cell,108,135,5.60
==> worst max-delay path: cells and delay by family <==
kind | cells | cell delay, ns
AND-OR/OR-AND | 1 | 0.09
buffers and inverters | 5 | 1.58
AND/OR/NAND/NOR | 1 | 0.30
==> through the flow <==
stage               std cells  setup TNS (ns)  total power (uW)
finish                    404               0               314
global route              404         -0.0327               343
CTS                       404               0               312
detailed placement        404           -5.39               302
global placement          404           -5.38               302
floorplan                 222               0               155
==> cell families after synthesis <==
kind of cell	after synthesis
muxes	12
and+or+nand+nor	74
buffers and inverters	38
AOI/OAI and AO/OA	84
adders and majority gates	13
xor gates and xnor gates	1
==> layout by cell type (no fill, tap or decap), types with 4 or more instances in the layout <==
cell type and count:
sky130_fd_sc_hd__nand3_1 6, sky130_fd_sc_hd__nand2_1 22, sky130_fd_sc_hd__o22ai_1 4, sky130_fd_sc_hd__ha_1 8, sky130_fd_sc_hd__a21oi_1 21, sky130_fd_sc_hd__o21ai_0 11, sky130_fd_sc_hd__inv_1 7, sky130_fd_sc_hd__nand2b_1 7
sky130_fd_sc_hd__nor2b_1 8, sky130_fd_sc_hd__mux2i_1 6, sky130_fd_sc_hd__o21ai_1 5, sky130_fd_sc_hd__buf_4 61, sky130_fd_sc_hd__nor2_1 16, sky130_fd_sc_hd__clkdlybuf4s50_1 33, sky130_fd_sc_hd__mux4_2 4
==> report_power, final <==
part / switching, uW / total, uW / internal, uW
Sequential: 0 / 0 / 0
Combinational: 143 / 314 / 171
Clock: 0 / 0 / 0
Total: 143 / 314 / 171
==> per-layer routing <==
metal	part of all wire [%]	vias up	GRT usage [%]
met5	0	-	0
met2	45	86	15.1
met3	7.4	10	1.54
met1	46	910	12.6
met4	2.2	0	2.09
li1	-	959	-
Power figures rest on the tool's default switching activity, not on a simulated workload.
