### ./config.mk
export PLATFORM = sky130hd
export DESIGN_NAME = ALU
export DESIGN_NICKNAME = ALU
export VERILOG_FILES = /design/flow/design.v
export SDC_FILE = /design/flow/constraint.sdc
export NUM_CORES = 4
export LEC_CHECK = 1
export CORE_UTILIZATION = 40
### ./constraint.sdc
current_design ALU

set clk_period 20.4
set clk_io_pct 0.2

create_clock -name clk0 -period $clk_period

set non_clock_inputs [all_inputs -no_clocks]
set_input_delay [expr $clk_period * $clk_io_pct] -clock clk0 $non_clock_inputs
set_output_delay [expr $clk_period * $clk_io_pct] -clock clk0 [all_outputs]
### ./design.v
module ALU(
    input [3:0] EXE_CMD,
    input signed [32 - 1:0] Val1, Val2,
    input C_in,
    output reg signed [32 - 1:0] ALU_Res,
    output reg C, V,
    output Z, N
);
  assign Z = &{~{ALU_Res}};
  assign N = ALU_Res[31];
  always@(*) begin
    {ALU_Res, C, V} = 0; 
    case(EXE_CMD)
        4'b0001: begin  
            ALU_Res = Val2;
        end
        4'b1001: begin  
            ALU_Res = ~Val2;
        end
        4'b0010: begin  
            {C, ALU_Res} = {Val1[31], Val1} + {Val2[31], Val2};
            V = C ^ ALU_Res[31];
        end
        4'b0011: begin  
            {C, ALU_Res} = {Val1[31], Val1} + {Val2[31], Val2} + C_in;
            V = C ^ ALU_Res[31];
        end
        4'b0100: begin  
            {C, ALU_Res} = {Val1[31], Val1} - {Val2[31], Val2};
            V = C ^ ALU_Res[31];
        end
        4'b0101: begin  
            {C, ALU_Res} = {Val1[31], Val1} - {Val2[31], Val2} - {32'b0, ~C_in};
            V = C ^ ALU_Res[31];
        end
        4'b0110: begin  
            ALU_Res = Val1 & Val2;
        end
        4'b0111: begin  
            ALU_Res = Val1 | Val2;
        end
        4'b1000: begin  
            ALU_Res = Val1 ^ Val2;
        end
        4'b0100: begin  
            {C, ALU_Res} = {Val1[31], Val1} - {Val2[31], Val2};
            V = C ^ ALU_Res[31];
        end
        4'b0011: begin  
            ALU_Res = Val1 & Val2;
        end
        4'b0010: begin  
            {C, ALU_Res} = {Val1[31], Val1} + {Val2[31], Val2};
            V = C ^ ALU_Res[31];
        end
    endcase
  end
endmodule
### ./run.sh
#!/bin/bash
# OpenROAD 26Q1-2900-gdf79404cd8, Yosys 0.63+post, stock flow scripts
make -C /OpenROAD-flow-scripts/flow DESIGN_CONFIG=/design/flow/config.mk WORK_HOME=/design/flow/orfs finish
==> results.json <==
{
  "status": "finished, violations left",
  "violations": "DRC",
  "power_frac_seq_pct": 0,
  "synth.most_common_cell": "inv_1",
  "antenna_found_initial": 0,
  "synth_area_um2": 9000,
  "grt_pass1_wl_um": 59800,
  "yosysWarnings": 1,
  "routed-wl-met2_um": 16700,
  "critPathCaptureType": "primary output",
  "setup_viol": 0,
  "drcViolationCount": 3,
  "power_leakage_nw": 4.04,
  "drv_cap": 0,
  "yosysTopAreaCell": "ha_1",
  "power_frac_comb_pct": 100.0,
  "critPathRequiredTime_ns": 16.32,
  "rows": 54,
  "ys_seq_share_pct": 0,
  "clockPowerShare_pct": 0,
  "rsz0062_at_grt": "no",
  "slowest_delay_ns": 0.72,
  "cp_max_fo": 8,
  "dr_wl_met3_um": 3190,
  "dieArea_um2": 23100,
  "path_cells": "clkdlybuf4s50_1 -> ha_1 -> inv_1 -> fa_1 -> nor2b_1 -> o311ai_2 -> a211oi_1 -> o211ai_1 -> nand3_1 -> a211oi_1 -> nand4_1 -> nor2_1 -> mux2_2 -> a211o_1 -> nand4b_1 -> nor4_2 -> clkdlybuf4s50_1",
  "criticalPathCategory": "in -> out",
  "worst-path-buf-inv": 3,
  "ir_drop_v": 0.0000151,
  "io_pins": 105,
  "grt_overflow_total": 0,
  "synthDistinctLibCells": 89,
  "gp_congestion": 1.05,
  "hold_viol": 0,
  "wl_per_cell_um": 23.0,
  "n_clock_buffer": 0,
  "grt_pass1_vias": 9901,
  "swShare_pct": 62.4,
  "syn-instance-count": 1387,
  "cts_setup_buffers": 0,
  "warnings": 96,
  "hold_ws_ns": 9.35,
  "hold_class": "in -> out",
  "worst_slew_pin_slew_ns": 0.944,
  "die_h_um": 152,
  "ant_nets": 0,
  "holdBufCountCts": 0,
  "n_antenna_cell": 0,
  "dp_hpwl_um": 31800,
  "fin_crit_sh_pct": 72.4,
  "synth.top_cell.area_share_pct": 13.9,
  "io_buffers": 105,
  "drive_gt1_share_pct": 4.20,
  "drv_slew": 0,
  "slowest_stage": "a211oi_1",
  "coreArea_um2": 22000,
  "grt_usage_pct": 33.6,
  "powerDensity_nw_per_um2": 33.6,
  "syn_area_per_cell_um2": 6.49,
  "intPower_mw": 0.129,
  "die_w_um": 152,
  "syn2layout_area_growth_pct": 13.7,
  "crit_arrival_ns": 10.70,
  "tns_ns": 0,
  "grt_max_degree": 41,
  "flops": 0,
  "vias_per_cell": 6.55,
  "vias": 11178,
  "firstDrtPassIters": 49,
  "area_leaders": "ha_1, xnor2_1, o21ai_0, a21oi_1, inv_1",
  "max_slew_margin_pct": 35.4,
  "ys_cells": 1387,
  "path_delay_family": "AND-OR/OR-AND gates",
  "highest_layer": "met4",
  "crit_path_start_kind": "input port",
  "route.layer.met1.wl_um": 18300,
  "max_freq_ghz": 0.0677,
  "area.sequential_um2": 0,
  "cts_resized": 0,
  "top_cells_by_count": "inv_1, nor2_1, ha_1",
  "period_needed_ns": 14.78,
  "synth-area-yosys_um2": 9000,
  "drt-initial-drc-count": 1047,
  "wl_um": 39300,
  "fill_cells": 2239,
  "initCoreUtil_pct": 41.0,
  "p_sw_mw": 0.214
}
-- per-stage QoR --
step                      setup slack (ns)  util (%)  total power [mW]  cells  cell area (um2)
after CTS                             5.78      46.6             0.335   1707            10200
after global routing                  5.28      46.6             0.372   1707            10200
final                                 5.62      46.6             0.344   1707            10200
after detailed placement              5.80      46.6             0.334   1707            10200
after global placement                5.85      46.6             0.337   1707            10200
after floorplan                       8.12         -             0.218   1387             9000
-- path summary, 6_finish.rpt --
| path | cells after the start | to | startpoint |
|---|---|---|---|
| setup / recovery | 17 | Z | Val2[0] |
| hold / removal | 5 | ALU_Res[2] | Val2[2] |
-- layout by cell type (no fill, tap or decap), types with 19 or more instances in the layout --
cell / Yosys / final
o31ai_1: 22 / 22
xor2_1: 19 / 19
o21ai_0: 92 / 92
xnor2_1: 55 / 55
inv_1: 113 / 113
clkdlybuf4s50_1: 0 / 105
nand4_1: 35 / 35
o211ai_1: 51 / 51
buf_4: 1 / 21
nor2b_1: 25 / 25
nand3_1: 49 / 49
nor4_1: 27 / 27
ha_1: 100 / 100
nand2_1: 95 / 95
nor2_1: 111 / 110
nor3_1: 37 / 35
a211oi_1: 20 / 20
a21oi_1: 90 / 90
-- final cells by class --
type,instances,area (um2),share of cell area [%]
Inverter,114,428,4.18
Multi-Input combinational cell,1187,8250,80.6
Tap cell,280,350,3.42
Timing Repair Buffer,126,1210,11.8
-- cell families (layout without fill, tap and decap cells) --
family          after synthesis  after routing  synth area share (%)
compound gates              482            482                  37.5
buf+inv                     200            240                  8.52
simple gates                514            514                  30.7
fa+ha+maj                   102            102                  14.3
mux                          15             15                  1.71
xor+xnor                     74             74                  7.20
-- metal layers --
metal / vias up / GRT usage [%]
met4: 0 / 8.11
met1: 5229 / 51.0
met2: 545 / 50.6
met5: - / 0
met3: 65 / 3.87
li1: 5339 / -
-- power groups by stage --
| stage | clock [mW] | combinational [mW] | sequential, mW |
|---|---|---|---|
| CTS | 0 | 0.335 | 0 |
| finish | 0 | 0.344 | 0 |
| global route | 0 | 0.372 | 0 |
No activity file was given, so power comes from the tool's default toggle rates.
