==> ./design.v <==
module Hazard_Detection_Unit(
    input [3:0] MEM_Dest, EXE_Dest, src1  , src2  ,
    input MEM_WB_EN, EXE_WB_EN, Two_src,
    input [3:0] EXE_CMD,   
    input FORWARDING_EN, EXE_MEM_R_EN,  
    output Hazard
);
  wire has_src1;
  assign has_src1 = ~((EXE_CMD == 4'b0001) || (EXE_CMD == 4'b1001));   
  assign EXE_Hazard = (
              (EXE_WB_EN && (src1 == EXE_Dest) && has_src1)
            | (EXE_WB_EN && Two_src && (src2 == EXE_Dest))
            ) ? 1'b1
            : 1'b0;
  assign MEM_Hazard = (
              (MEM_WB_EN && (src1 == MEM_Dest) && has_src1)
            | (MEM_WB_EN && Two_src && (src2 == MEM_Dest))
            ) ? 1'b1
            : 1'b0;
  assign Hazard = ~FORWARDING_EN ? (EXE_Hazard | MEM_Hazard) :
                  EXE_MEM_R_EN ? EXE_Hazard :
                  1'b0;
endmodule
==> ./run.sh <==
#!/bin/bash
# OpenROAD 26Q1-2900-gdf79404cd8, Yosys 0.63+post, stock flow scripts
make -C /OpenROAD-flow-scripts/flow DESIGN_CONFIG=/design/flow/config.mk WORK_HOME=/design/flow/orfs finish
==> ./config.mk <==
export PLATFORM = sky130hd
export DESIGN_NAME = Hazard_Detection_Unit
export DESIGN_NICKNAME = Hazard_Detection_Unit
export VERILOG_FILES = /design/flow/design.v
export SDC_FILE = /design/flow/constraint.sdc
export NUM_CORES = 4
export LEC_CHECK = 1
export CORE_AREA = 10 10 70 70
export DIE_AREA = 0 0 80 80
==> ./constraint.sdc <==
current_design Hazard_Detection_Unit

set clk_period 1.7
set clk_io_pct 0.2

create_clock -name clk0 -period $clk_period

set non_clock_inputs [all_inputs -no_clocks]
set_input_delay [expr $clk_period * $clk_io_pct] -clock clk0 $non_clock_inputs
set_output_delay [expr $clk_period * $clk_io_pct] -clock clk0 [all_outputs]
==> impl_metrics.yaml <==
# yosys + openroad results
run_status:
  outcome: "finished with violations"
  violations: "setup timing"
finish:
  lay_top_cells: "xor2_1 (9), xnor2_1 (7), buf_2 (6), clkbuf_2 (6), clkdlybuf4s15_1 (5)"
  stdcell_area_um2: 529
  area_growth_pct: 145
  layout-drive-gt1-share_pct: 41.4
  seq_cells: 0
  lay_top_count: "xor2_1"
  clkbuf_count: 0
  final_cells: 104
  seq_area_um2: 0
power:
  switching_share_pct: 38.2
  power.switching_mw: 0.0401
  seqPwrFrac_pct: 0
  p_total_mw: 0.105
  pwr-share-clk_pct: 0
  p_int_mw: 0.0649
  p_comb_share_pct: 100.0
  p_leak_nw: 0.226
  irDropWorstVdd_mv: 0.0279
  power_density_mw_per_mm2: 198
floorplanning:
  fp.dieW_um: 80
  die-area_mm2: 0.00640
  row_count: 21
  die_h_um: 80
  core_mm2: 0.00342
  io_pins: 26
  fp-utilization_pct: 6.34
setup_path:
  start_kind: "input pin"
  cp_top_family: "simple AND/OR/NAND/NOR gates"
  path_class: "input pin to primary output"
  worstPathBufferInverterCount: 2
  cpPeakStageDelay_ns: 0.50
  critPathRequiredTime_ns: 1.36
  worstPathArrival_ns: 1.44
  cp_cell_sequence: "dlygate4sd2_1 -> o21ai_2 -> nor4_1 -> or4_1 -> buf_2"
  cp_max_fo: 2
  slowest_stage: "or4_1"
  worstSetupEndpointType: "primary output"
drt:
  ant_nets: 0
  drt-wirelength-per-cell_um: 10.3
  drt_first_pass_iters: 2
  viasPerCell: 2.86
  first_iter_violations: 7
  routed_wl_um: 1080
  diodes: 0
  drc_errors: 0
  vias: 297
sta:
  setup_viol: 1
  fin_ws_ns: -0.0750
  rsz0062_at_grt: "yes"
  worst_pin_slew_ns: 0.203
  hold-worst-slack_ns: 1.14
  timing.final.crit_share_pct: 104
  fin_setup_tns_ns: -0.0750
  finalHoldViolations: 0
  fin_crit_ns: 1.78
  relSlewSlack_pct: 86.3
  fmax_mhz: 563
  final_max_slew_viol_count: 0
grt:
  first_global_vias: 327
  overflow: 0
  grtUsageTotal_pct: 3.02
  antenna_found_initial: 0
  grt_pass1_wl_um: 1520
  grt_start_max_net_pins: 3
placement:
  dpl_cell_area_um2: 547
  gp_congestion: 0.721
  port_buffers: 25
  dpl.cell_count: 103
yosys:
  yosys-stat-area_um2: 216
  synthCells: 29
  yosys_warnings: 2
  ys_seq_share_pct: 0
  syn-cell-area_um2: 216
  top_area_share_pct: 36.4
  postSynthAreaPerCell_um2: 7.46
  largest_area_cell: "xor2_1"
  yosys_cells: 29
  ys_top_cells_by_area: "xor2_1 (36%), xnor2_1 (28%), nand4_1 (5.8%)"
  ys_types: 12
worst_hold_path:
  min_from: "EXE_CMD[2]"
  hold_path_depth: 5
  min-delay-path-class: "input pin to primary output"
  hold_path_end: "Hazard"
clock_network:
  cts_hold_buf: 0
job:
  warnings: 35
  max_cap_violations: 0
## routing by layer
layer / share of wire [%] / track usage (%) / vias up / wire, µm
met2: 54 / 6.02 / 11 / 580
met1: 35 / 2.97 / 126 / 375
met5: 0 / 0 / - / 0
met3: 11 / 1.25 / 0 / 121
met4: 0 / 0 / 0 / 0
li1: - / - / 160 / -
## power by group through the flow
stage	sequential [mW]	clock, mW	combinational, mW
4_1_cts	0	0	0.105
5_1_grt	0	0	0.115
6_report	0	0	0.105
## worst max path at each step
stage / from / endpoint / cells past startpoint / slack, ns
6_report: EXE_MEM_R_EN / Hazard / 5 / -0.08
4_1_cts: EXE_CMD[2] / Hazard / 6 / -0.08
5_1_grt: src2[3] / Hazard / 6 / -0.15
## synthesized netlist by cell type
| library cell | n |
|---|---|
| inv_1 | 1 |
| nand3_1 | 1 |
| nand4_1 | 2 |
| nor2b_1 | 1 |
| nor3_1 | 2 |
| nor3b_1 | 1 |
| nor4_1 | 2 |
| o21ai_0 | 1 |
| or3_1 | 1 |
| or4_1 | 1 |
| xnor2_1 | 7 |
| xor2_1 | 9 |
## cell families (layout without fill, tap and decap cells)
kind of cell,after synthesis,in the layout,synth area share [%]
xor gates and xnor gates,16,16,64.7
and+or+nand+nor,11,11,31.2
AOI/OAI and AO/OA,1,1,2.31
buffers and inverters,1,30,1.73
## tightest hold or removal path, delay by kind of cell
kind                   cells  cell delay [ns]
and+or+nand+nor            3             0.29
buffers and inverters      2             0.16
## stage by stage
step	setup slack, ns	util (%)
floorplan	0.223	-
global route	-0.154	15.5
CTS	-0.0832	15.8
global placement	-0.755	16.0
finish	-0.0750	15.5
detailed placement	-0.772	16.0
## repair_timing
action / 4_1_cts / 5_1_grt
resized: 70 / 11
pin swaps: 11 / 7
endpoints found under the setup margin: 1 / 1
setup buffers: 0 / 1
## final cells by class
cell class                 instances  area, µm²
tap                               46       57.6
inverter                           1       3.75
fill                             393       2890
multi-input combinational         28        240
timing repair buffer              29        228
Power and IR drop assume default switching activity.
